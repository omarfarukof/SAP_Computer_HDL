--- flow/design.v ---
module program_counter (
    input CLK,
    input RST,
    input INC,
    output reg [3:0] count
);
    always @(posedge CLK or posedge RST) begin
        if (RST) begin
            count <= 4'b0;
        end
        else if (INC) begin
            count <= count + 1;
        end
    end
endmodule
--- flow/run.sh ---
#!/bin/bash
# OpenROAD 26Q1-2900-gdf79404cd8, Yosys 0.63+post, stock flow scripts
make -C /OpenROAD-flow-scripts/flow DESIGN_CONFIG=/design/flow/config.mk WORK_HOME=/design/flow/orfs finish
--- flow/config.mk ---
export PLATFORM = sky130hd
export DESIGN_NAME = program_counter
export DESIGN_NICKNAME = program_counter
export VERILOG_FILES = /design/flow/design.v
export SDC_FILE = /design/flow/constraint.sdc
export NUM_CORES = 4
export LEC_CHECK = 1
export CORE_AREA = 10 10 70 70
export DIE_AREA = 0 0 80 80
--- flow/constraint.sdc ---
current_design program_counter

set clk_period 1.1
set clk_io_pct 0.2

create_clock -name clk0 -period $clk_period [get_ports {CLK}]

set non_clock_inputs [all_inputs -no_clocks]
set_input_delay [expr $clk_period * $clk_io_pct] -clock clk0 $non_clock_inputs
set_output_delay [expr $clk_period * $clk_io_pct] -clock clk0 [all_outputs]
==> Slide: Implementation Results <==
Synthesis and Place & Route Summary

Timing
  • Hold slack final: 0.166 ns
  • Highest Clock Rate: 0.909 GHz
  • Count of final max-slew check failures: 0
  • RSZ-0062 raised after global routing: yes
  • Final WS setup: -0.0000313 ns
  • Worst slew margin relative to its limit: 87.5%
  • Period minus WS final: 1.10 ns
  • Slew of the pin with the lowest slew margin: 0.187 ns
  • Finish-stage setup viols: 1
  • Fin. Hold Viols: 0
  • Fin Clk Skew: 0.00307 ns
  • Final critical-path share of the clock period: 100%
  • Fin Setup TNS: -0.0000313 ns

CTS
  • Clock buffers created by TritonCTS: 3
  • Clk Latency, worst-skew pair: 0.24 ns
  • Max clock buf depth: 2
  • Buffer type at the clock tree root: clkbuf_4
  • CTS HTree Levels: 1
  • TritonCTS clock tree: done
  • Clock sinks: 4
  • Clock transition at the register clock pins on the worst setup and hold paths after CTS: 0.04 ns

Logic synthesis
  • Synth flops: 4
  • Cell area after technology mapping: 164 um^2
  • Top-count cell post-synth: dfrtp_1
  • Synth warnings: 1
  • Most common library cells after synthesis: dfrtp_1, xnor2_1
  • Dominant register cell in the synthesized netlist: dfrtp_1
  • Area leader share: 61.1%
  • Seq share, synth: 61.1%
  • Number of synthesized flops with an enable pin: 0
  • Top cells by area: dfrtp_1, xnor2_1, ha_1, mux2_2, xor2_1
  • Average footprint of a synthesized cell: 13.7 um^2
  • Post-synthesis async set-or-reset flop share: 100%
  • Cell Type Count: 8
  • Area of the synthesized netlist per yosys stat: 164 um^2
  • Number of standard cells reported by yosys: 12
  • Synth area leader: dfrtp_1
  • Mapped Cells: 12

Worst setup path
  • Worst Path Max Fanout: 3
  • Top cell family by delay on the critical path: flip-flops
  • Longest individual stage delay on the worst path: 0.39 ns
  • Bufs and invs on worst path: 1
  • Depth of the worst register-to-register path: 3
  • Data arrival, critical path: 1.22 ns
  • Origin of the critical flop-to-flop path: count[1]$_DFFE_PP0P_
  • Startpoint Class: register
  • Critical path capture point type: register
  • Critical path class: reg -> reg
  • Cell at the slowest stage of the critical path: dfrtp_1
  • Required time worst endpoint: 1.22 ns
  • Setup slack on the worst flop-to-flop path: -0.00003 ns
  • Critical register-to-register path endpoint: count[1]$_DFFE_PP0P_
  • Worst-path cell chain: buf_6 -> ha_4 -> mux2_4

Die
  • Vertical die dimension: 80 um
  • Standard cell core area: 3420 um^2
  • Rows: 21
  • Fp util: 4.80%
  • Horizontal extent of the die: 80 um
  • Die area: 6400 um^2
  • Boundary pin count: 7

Power and ir drop
  • Power per cell area: 2670 nW/um^2
  • Leakage Power: 0.166 nW
  • Worst VDD drop: 1.05 mV

Route
  • Amount of wire on met3 after detailed routing: 57 um
  • Via count: 159
  • Number of detailed-route iterations in the first pass: 2
  • Remaining antenna violation count after routing: 0
  • M1 WL: 330 um
  • DR WL/cell: 7.58 um
  • Top layer used by detailed routing: met4
  • Met2 Routed Length: 176 um
  • DRC violations left: 0
  • Vias per cell: 2.09
  • Antenna cells: 0
  • Starting DRC count in detailed routing: 3
  • Final wirelength: 576 um

Global routing
  • Global-route usage over all layers: 1.88%
  • Total overflow reported by the global router: 0
  • Number of antenna violations at the first check in global routing: 0
  • Global-route wire length before repair: 855 um
  • Pin count of the biggest net entering global routing: 5
  • Via count of the first global-routing pass: 170

Placed design
  • Placer congestion estimate: 0.665
  • # port buffers: 6
  • Cell count after placement: 67

Final layout
  • Biggest registers after layout: count (4)
  • Number of non-filler instances in the completed layout: 76
  • Area growth from synthesis to layout: 140%
  • Max reg flops: 4
  • Register containing the most flip-flops in the final layout: count
  • Total of fill cells in the finished design: 406
  • Fraction of layout instances using a drive strength above 1: 46.7%

Run status
  • Status: finished with violations
  • Violations in the final reports: setup timing

Run
  • Log Warnings: 27
  • Max-capacitance violation count: 0

Min path
  • Path category of the worst min-delay check: in -> async
==> cell type report <==
cell class | count | area (um^2) | share of cell area, %
Multi-Input combinational cell | 7 | 76.3 | 19.4
Sequential cell | 4 | 100 | 25.4
Inverter | 1 | 3.75 | 0.952
Tap cell | 46 | 57.6 | 14.6
Timing Repair Buffer | 15 | 134 | 34.0
Clock buffer | 3 | 22.5 | 5.71
==> power breakdown <==
group | internal [mW] | total, mW | switching [mW] | leakage (nW)
Combinational | 0.405 | 0.585 | 0.180 | 0.105
Sequential | 0.227 | 0.280 | 0.0531 | 0.0469
Clock | 0.122 | 0.186 | 0.0633 | 0.0138
==> how the worst max path moves through the flow <==
stage / endpoint / slack, ns / cells after the start / start
4_1_cts: count[0] / -0.008 / 1 / count[0]$_DFFE_PP0P_
5_1_grt: count[1]$_DFFE_PP0P_ / -0.03 / 3 / count[1]$_DFFE_PP0P_
6_report: count[1]$_DFFE_PP0P_ / -0.00003 / 3 / count[1]$_DFFE_PP0P_
==> cell families after synthesis <==
logic type | share of synthesized area (%)
buf+inv | 2.29
flops | 61.1
fa+ha+maj | 7.63
mux | 6.87
xor+xnor | 16.0
simple gates | 6.11
==> metrics by stage <==
step	total power, mW	utilization [%]	instance area (um^2)	worst slack [ns]
final	1.05	11.5	394	-0.0000313
after global routing	1.15	11.5	394	-0.0282
after CTS	0.910	10.5	358	-0.00813
after detailed placement	0.637	8.90	304	-0.135
after global placement	0.627	8.90	304	-0.0962
after floorplan	0.382	-	164	0.0674
==> per-layer routing <==
layer | up-vias | GRT usage, %
met2 | 10 | 1.77
met5 | - | 0
met1 | 71 | 2.73
li1 | 75 | -
met4 | 0 | 0.528
met3 | 3 | 1.70
==> repair_timing <==
item	CTS	global route
pin swaps	0	1
setup endpoints to repair	4	4
gates resized	8	3
endpoints found under the hold margin	0	0
setup buffers	2	4
gates cloned	0	0
hold buffers	0	0
==> cells in the final DEF, fill, tap and decap left out <==
cell type / count
buf_4: 7
dfrtp_1: 4
clkbuf_4: 3
clkdlybuf4s15_1: 3
xnor2_1: 2
clkdlybuf4s50_1: 2
buf_6: 2
nand2_1: 1
xor2_1: 1
mux2_4: 1
inv_1: 1
nand4_1: 1
ha_4: 1
dlygate4sd2_1: 1
No activity file was given, so power comes from the tool's default toggle rates.
