==> ./design.v <==
module adder (
    input SUB,
    input [7:0] A,
    input [7:0] B,
    output reg [7:0] OUT,
);
    always begin
        if (SUB) 
            OUT <= A + B;
        else
            OUT <= A - B;       
    end
endmodule
==> ./run.sh <==
#!/bin/bash
# OpenROAD 26Q1-2900-gdf79404cd8, Yosys 0.63+post, stock flow scripts
make -C /OpenROAD-flow-scripts/flow DESIGN_CONFIG=/design/flow/config.mk WORK_HOME=/design/flow/orfs finish
==> ./config.mk <==
export PLATFORM = sky130hd
export DESIGN_NAME = adder
export DESIGN_NICKNAME = adder
export VERILOG_FILES = /design/flow/design.v
export SDC_FILE = /design/flow/constraint.sdc
export NUM_CORES = 4
export LEC_CHECK = 1
export CORE_AREA = 10 10 70 70
export DIE_AREA = 0 0 80 80
==> ./constraint.sdc <==
current_design adder

set clk_period 9.4
set clk_io_pct 0.2

create_clock -name clk0 -period $clk_period

set non_clock_inputs [all_inputs -no_clocks]
set_input_delay [expr $clk_period * $clk_io_pct] -clock clk0 $non_clock_inputs
set_output_delay [expr $clk_period * $clk_io_pct] -clock clk0 [all_outputs]
==> flow report <==
=================================================================================
Leak ...............................................................     0.310 nW
Design Power .......................................................      62.0 uW
Global-route wire length before repair .............................      2200 um
Final design instance area without fill ............................     763 um^2
Cell Area, Synth ...................................................     455 um^2
Num ports ..........................................................           25
Library cells used by synthesis ....................................           23
Relative max-transition margin .....................................        0.819
Ant. Diodes ........................................................            0
Total routed wirelength ............................................      1310 um
Crit path kind .....................................................    in -> out
GRT Residual Overflow ..............................................            0
Maximum Capacitance Violations .....................................            0
DRT antenna net count ..............................................            0
Wirelength per Cell ................................................      10.1 um
Crit path DAT ......................................................      4.56 ns
FP Rows ............................................................           21
Cell Area, Placed ..................................................     763 um^2
Slew Viols, Final ..................................................            0
Number of port buffers .............................................           25
Pwr per Cell Area .................................................. 81.2 nW/um^2
Fill cell instance count of the final layout .......................          398
Fmax ...............................................................      155 MHz
Maximum number of pins on one net before global-route repair .......            8
Number of warnings in the stage logs ...............................           32
Max VDD drop .......................................................    0.0166 mV
Hold crit path type ................................................    in -> out
First-iteration detailed-routing DRC count .........................            6
Outcome ............................................................    completed
Library cell occupying the most area in the post-synthesis netlist . sky130_fd_sc_hd__ha_1
FP Core Util .......................................................        0.133
Via count of the first global-routing pass .........................          504
Number of clock buffers in the layout ..............................            0
Width of the die ...................................................        80 um
Setup bufs post-CTS ................................................            0
Layout area overhead ...............................................        67.6%
Final Hold Violating Endpoints .....................................            0
Overall die area ...................................................    6400 um^2
Core box area ......................................................    3420 um^2
Commonest cells post-synth ......................................... 8 x sky130_fd_sc_hd__ha_1, 8 x sky130_fd_sc_hd__xnor2_1, 7 x sky130_fd_sc_hd__inv_1, 7 x sky130_fd_sc_hd__nor2_1, 4 x sky130_fd_sc_hd__xor2_1
Count of flip-flops and latches ....................................            0
Total global routing track utilization .............................       0.0412
Share of the core filled with cells in the final layout ............        0.223
Via total after detailed routing ...................................          486
Worst-Margin Slew ..................................................     0.268 ns
Initial antenna violation count ....................................            0
Worst setup margin .................................................      2.96 ns
Worst EP required ..................................................      7.52 ns
Total Neg Setup Slack ..............................................         0 ns
Synth Seq Share ....................................................            0
Post-synth area hogs ............................................... sky130_fd_sc_hd__ha_1 22%, sky130_fd_sc_hd__xnor2_1 15%, sky130_fd_sc_hd__xor2_1 7.7%, sky130_fd_sc_hd__inv_1 5.8%, sky130_fd_sc_hd__nor2_1 5.8%
Number of instances in the synthesized netlist .....................           59
Global placement routability congestion ............................        0.702
Sequential standard cell area ......................................       0 um^2
Yosys Chip Area ....................................................     455 um^2
Non-filler cells in the finished layout ............................          130
RSZ-0062 raised after global routing ...............................        false
Hold-fix buffer count after cts ....................................            0
Worst setup slack after placement ..................................      2.95 ns
Crit path launch type ..............................................   input port
Total cells reported by yosys after synthesis ......................           59
Post-DP HPWL .......................................................      1240 um
Post-route clock period utilization ................................        0.686
Kind of end point of the critical path ............................. primary output
Worst hold-check slack .............................................      4.80 ns
Final setup violation count ........................................            0
Synth warnings .....................................................            1
Number of design rule violations left after detail routing .........            0
First-pass DRT Iterations ..........................................            2
Critical path peak fanout ..........................................            3
Die Height .........................................................        80 um
Via/cell ratio .....................................................         3.74
Number of placed cells counting well taps ..........................          130
Post-Synthesis Mean Instance Area ..................................    7.72 um^2
Fraction of final layout cells with drive strength greater than 1 ..       0.0714
Share of Yosys cell area claimed by the top area cell type .........        0.220
Resized Gates After CTS ............................................            0
Shortest period the worst path allows ..............................      6.44 ns
=================================================================================
## cells by family (layout without fill, tap and decap cells)
family | after synthesis | in the layout | share of synthesized area
AND/OR/NAND/NOR | 18 | 18 | 0.214
XOR/XNOR | 12 | 12 | 0.231
buffers and inverters | 7 | 32 | 0.0577
multiplexers | 1 | 1 | 0.0247
AND-OR/OR-AND | 12 | 12 | 0.209
adder cells (fa/ha/maj) | 9 | 9 | 0.264
## critical path, stage by stage
cell and delay [ns]:
sky130_fd_sc_hd__clkdlybuf4s50_1 0.51, sky130_fd_sc_hd__inv_1 0.06, sky130_fd_sc_hd__ha_1 0.28, sky130_fd_sc_hd__mux2_2 0.29
sky130_fd_sc_hd__fa_1 0.44, sky130_fd_sc_hd__a21o_1 0.18, sky130_fd_sc_hd__a21oi_1 0.24, sky130_fd_sc_hd__o21ai_0 0.13
sky130_fd_sc_hd__nand3_1 0.08, sky130_fd_sc_hd__clkdlybuf4s50_1 0.48
## cell usage in the layout, fill, tap and decap left out, drive strengths merged, types with 3 or more instances in the layout
cell and n:
clkdlybuf4s50 25, nor2 7, nor3 3, a21oi 3, ha 8, xor2 4, inv 7, a31oi 3
nand3 3, xnor2 8
## routing by layer
layer / part of all wire / routed length, um / vias up / GRT usage
met3: 0.050 / 66 / 0 / 0.00795
li1: - / - / 261 / -
met2: 0.43 / 558 / 15 / 0.0658
met5: 0 / 0 / - / 0
met1: 0.52 / 685 / 210 / 0.0590
met4: 0 / 0 / 0 / 0
## path summary, 6_finish.rpt
check  cells past startpoint  slack [ns]      to  start
max                       10        2.96  OUT[6]   B[0]
min                        3        4.80  OUT[0]   A[0]
## area by class of cell
cell class                 instances  area, um^2  share of cell area
inverter                           7        26.3              0.0344
timing repair buffer              25         250               0.328
multi-input combinational         52         429               0.562
tap                               46        57.6              0.0754
## report_power, final
part	total [mW]	internal (mW)	switching, mW
clock network	0	0	0
registers	0	0	0
logic	0.0620	0.0390	0.0230
total	0.0620	0.0390	0.0230
Power and IR drop assume default switching activity.
